### /design/flow/run.sh
#!/bin/bash
# OpenROAD 26Q1-2900-gdf79404cd8, Yosys 0.63+post, stock flow scripts
make -C /OpenROAD-flow-scripts/flow DESIGN_CONFIG=/design/flow/config.mk WORK_HOME=/design/flow/orfs finish
### /design/flow/config.mk
export PLATFORM = sky130hd
export DESIGN_NAME = build_a_timer
export DESIGN_NICKNAME = build_a_timer
export VERILOG_FILES = /design/flow/design.v
export SDC_FILE = /design/flow/constraint.sdc
export NUM_CORES = 4
export LEC_CHECK = 1
export CORE_AREA = 10 10 70 70
export DIE_AREA = 0 0 80 80
### /design/flow/constraint.sdc
current_design build_a_timer

set clk_period 1.6
set clk_io_pct 0.2

create_clock -name clk0 -period $clk_period [get_ports {clk_i}]

set non_clock_inputs [all_inputs -no_clocks]
set_input_delay [expr $clk_period * $clk_io_pct] -clock clk0 $non_clock_inputs
set_output_delay [expr $clk_period * $clk_io_pct] -clock clk0 [all_outputs]
### /design/flow/design.v
module build_a_timer
#(
    parameter BIT_WIDTH = 8
)
(
     clk_i
    ,n_rst_i
    ,en_i
    ,time_set_i
    ,counter_o
    ,time_up_o
);
    input logic clk_i;
    input logic n_rst_i;
    input logic en_i;
    input logic [BIT_WIDTH - 1:0] time_set_i;
    output logic [BIT_WIDTH - 1:0] counter_o;
    output logic time_up_o;
always @(posedge clk_i, negedge n_rst_i) begin
    if (!n_rst_i) begin
        counter_o <= '0;
        time_up_o <= '0;
    end     
    else if (en_i)
        if (counter_o == time_set_i) begin
            counter_o <= '0;
            time_up_o <= '1;
        end
        else
            counter_o <= counter_o + 1;
end
endmodule
==> flow_summary.yaml <==
# flow metrics
logic_synthesis:
  synth.most_common_cell: "dfrtp_1"
  edf_count: 0
  postSynthAreaPerCell_sq_um: 10.2
  top_cell_area_share_pct: 42.5
  postSynthCellCount: 52
  ys_types: 25
  synthFlopType: "dfrtp_1"
  syn-cell-area_sq_um: 531
  yosys-top-cells-count: "9 x dfrtp_1, 8 x xnor2_1, 5 x a21oi_1"
  yosysCellCount: 52
  synthArstFlopShare_pct: 100
  yosys.area.top_type: "dfrtp_1"
  synth_chip_area_sq_um: 531
  ys_ff: 9
  top_cells_by_area: "dfrtp_1 42%, xnor2_1 13%, xor2_1 5.0%"
  ys_seq_share_pct: 42.5
  ys_warn_count: 1
routing:
  drcViolationCount: 0
  antenna_cells: 0
  firstDrtPassIters: 4
  drt_iter0_markers: 21
  wl_per_cell_um: 11.6
  drt_wl_total_um: 1400
  ant_nets: 0
  avgViaCountPerCell: 3.79
  vias: 459
finish:
  fin_cells: 121
  logic_area_sq_um: 293
  seq_area_sq_um: 230
  area_growth_pct: 53.8
  num-fill-cells: 373
  drive_gt1_share_pct: 20.0
  stdcell_area_sq_um: 816
global_routing:
  grt_pass1_vias: 509
  grt_max_degree: 10
  grt_pass1_wl_um: 2350
  grt.total_usage_pct: 4.60
  antenna_found_initial: 0
  grt.overflow.total: 0
timing:
  worst_hold_slack_ns: 0.338
  fmax_mhz: 662
  slew_viol_final: 0
  timing.slew.headroom_pct: 74.6
  setup_ws_ns: 0.0892
  finalClockSkew_ns: 0.0133
  final.period_utilization_pct: 94.4
  worstMarginPinSlew_ns: 0.379
  fin_crit_ns: 1.51
  hold_viol_final: 0
  final-setup-viol-count: 0
  rsz0062_at_grt: "false"
floorplan:
  rows: 21
  die_x_um: 80
  coreArea_sq_mm: 0.00342
  ios: 20
  dieHeight_um: 80
  die_area_sq_mm: 0.00640
  initial_core_util_pct: 15.5
critical_path:
  rr_endpoint: "counter_o[4]"
  path_cells: "clkdlybuf4s50_1"
  slowest_delay_ns: 0.50
  cp_max_fo: 5
  regToRegSetupSlack_ns: 0.18
  worstSetupPathType: "reg2out"
  critPathLaunchType: "flop"
  crit_family: "buffers and inverters"
  crit_path_top_delay_cell: "clkdlybuf4s50_1"
  cp-end-kind: "output port"
  rr_worst_depth: 5
  cp.required_ns: 1.28
  arrival_ns: 1.19
  rr_startpoint: "counter_o[0]"
  crit_buf_inv: 1
clock_network:
  cts.hold.buffers_added: 0
  post_cts_buffers: 0
  clock_latency_ns: 0.26
  cts_buffer_depth: 2
  clk_pin_slew_ns: 0.06
  cts_buffers: 3
  cts_root_buffer: "clkbuf_4"
  cts.sinks: 9
  ctsHtreeMaxLevel: 1
  cts_tree: "done"
hold_path:
  hold_class: "in2async"
outcome:
  status: "complete, no violations"
pwr:
  power_leakage_uw: 0.000307
  peakVddDrop_v: 0.000323
  power_density_mw_per_mm2: 1020
placement:
  post-place-ws_ns: -0.0379
  dp_cells: 117
  dp_hpwl_um: 1140
  io_buffers: 19
  gp_routability_congestion: 0.778
  placed_cell_area_sq_um: 785
flow_run:
  drv_cap: 0
  warnings: 25
## where the power goes
part	switching [uW]	internal [uW]
registers	85.4	285
clock network	74.6	95.7
logic	92.2	197
total	252	578
## registers in the layout, indices dropped and copies added (netlist names)
register   flops
time_up_o      1
counter_o      8
## placed cells by master (no fill, tap or decap), drive strengths merged, types with 2 or more instances in the layout
cell type / count
nor2: 2
nand4: 2
buf: 2
and3: 2
a21oi: 6
xor2: 3
xnor2: 8
dfrtp: 9
clkdlybuf4s50: 19
o21ai: 2
nand2: 3
nand3: 3
clkbuf: 4
## worst max path at each step
stage / slack [ns] / startpoint / end / cells after the start
final: 0.09 / counter_o[1] / counter_o[1] / 1
after CTS: 0.01 / counter_o[3] / counter_o[3] / 1
after global routing: 0.02 / counter_o[1] / counter_o[1] / 1
## routing by layer
metal | global-route usage, % | vias to the layer above | wire length (um)
met5 | 0 | - | 0
met4 | 0 | 0 | 0
met3 | 2.73 | 0 | 125
met2 | 7.62 | 14 | 707
met1 | 5.30 | 213 | 568
li1 | - | 232 | -
## kinds of logic after synthesis
family                   share of synthesized area, %
AND-OR/OR-AND                                    15.1
multiplexers                                     4.01
XOR/XNOR                                         18.2
flip-flops                                       42.5
adder cells (fa/ha/maj)                          2.36
AND/OR/NAND/NOR                                  15.6
buffers and inverters                            2.36
## cell type report
cell class,instances,area share [%]
inverters,1,0.460
clock buffers,4,3.22
repair buffers,21,25.2
flip-flops and latches,9,28.2
well taps,46,7.06
multi-input cells,40,35.9
## stage by stage
step                total power (uW)  utilization [%]  setup TNS [ns]
global route                     899             23.9               0
finish                           830             23.9               0
detailed placement               659             23.0          -0.163
CTS                              834             23.7               0
floorplan                        481                -               0
global placement                 657             23.0          -0.145
## timing repair
item | CTS | global route
endpoints found under the hold margin | 0 | 0
setup endpoints to repair | 0 | 4
resized | 0 | 4
No activity file was given, so power comes from the tool's default toggle rates.
