## /design/flow/config.mk

```make
export PLATFORM = sky130hd
export DESIGN_NAME = traffic
export DESIGN_NICKNAME = traffic
export VERILOG_FILES = /design/flow/design.v
export SDC_FILE = /design/flow/constraint.sdc
export NUM_CORES = 4
export LEC_CHECK = 1
export CORE_AREA = 10 10 70 70
export DIE_AREA = 0 0 80 80
```

## /design/flow/constraint.sdc

```tcl
current_design traffic

set clk_period 1.6
set clk_io_pct 0.2

create_clock -name clk0 -period $clk_period [get_ports {clock}]

set non_clock_inputs [all_inputs -no_clocks]
set_input_delay [expr $clk_period * $clk_io_pct] -clock clk0 $non_clock_inputs
set_output_delay [expr $clk_period * $clk_io_pct] -clock clk0 [all_outputs]
```

## /design/flow/design.v

```verilog
module traffic 
(
     start_timer
    ,major_green
    ,minor_green
    ,clock
    ,n_reset
    ,timed
    ,car
);
    input logic clock, n_reset, timed, car;
    output logic start_timer,major_green, minor_green;
enum {Green, Red} state;
always_ff @(posedge clock, negedge n_reset) begin
    start_timer <= '0;
    minor_green <= '0;
    major_green <= '0;
    if (!n_reset)
        state <= Green;
    else begin
        unique case (state)
            Green: begin
                major_green <= '1;
                if (car) begin
                    start_timer <= '1;
                    state <= Red;
                end
            end
            Red: begin
                minor_green <= '1;
                if (timed)
                    state <= Green;
            end
        endcase
    end
end
endmodule
```

## /design/flow/run.sh

```bash
#!/bin/bash
# OpenROAD 26Q1-2900-gdf79404cd8, Yosys 0.63+post, stock flow scripts
make -C /OpenROAD-flow-scripts/flow DESIGN_CONFIG=/design/flow/config.mk WORK_HOME=/design/flow/orfs finish
```

==> impl_metrics.py <==
# Auto-generated metrics
metrics = {
    "setup_path": {
        "regToRegStartpoint": "state[0]",
        "critPathSlowestCell": "sky130_fd_sc_hd__clkdlybuf4s50_1",
        "worst-endpoint-required_ps": 1280,
        "cp_max_fo": 1,
        "cp_num_cells": 1,
        "regToRegEndpoint": "state[1]",
        "critical-path-max-stage-delay_ps": 450,
        "cp_top_family": "buffers and inverters",
        "worstRegToRegCells": 2,
        "crit_chain": "clkdlybuf4s50_1",
        "cp_buf_inv_count": 1,
        "arrival_ps": 1010,
        "setup.worst_path.end_class": "output pin",
        "timing_worst_setup_path_type": "reg -> out",
        "worstSetupEndpoint": "major_green",
        "startpoint_type": "register",
        "timing.reg2reg.setup_slack_ps": 800,
        "cp-startpoint": "major_green",
    },
    "clock_tree": {
        "tritoncts_num_sinks": 5,
        "ctsResizeCount": 0,
        "cts-htree-levels": 1,
        "postCtsHoldBufs": 0,
        "cts_tree": "yes",
        "clk_pin_slew_ps": 40,
        "cts.path.max_buffers": 2,
        "post-cts-setup-buffers": 0,
        "clk_latency_worst_skew_pair_ps": 240,
        "numCtsBuffers": 3,
        "cts-root-buf": "sky130_fd_sc_hd__clkbuf_4",
    },
    "floorplanning": {
        "fp.dieArea_um2": 6400,
        "initial_utilization": 0.0465,
        "pin_count": 7,
        "core_um2": 3420,
        "die_w_um": 80,
        "die_outline_height_um": 80,
        "num_rows": 21,
    },
    "yosys": {
        "logic_family": "AND-OR/OR-AND gates",
        "synth_largest_type_area_fraction": 0.630,
        "netlist_top_cells_area": "sky130_fd_sc_hd__dfrtp_1 63%, sky130_fd_sc_hd__dfstp_2 17%, sky130_fd_sc_hd__and2_4 5.5%",
        "netlist_instances": 11,
        "syn-mean-instance-area_um2": 14.4,
        "simple_gate_share": 0.0787,
        "ys_cells": 11,
        "post_synth_ao_oa_area_fraction": 0.0787,
        "synth.largest_area_cell": "sky130_fd_sc_hd__dfrtp_1",
        "synth_warnings": 1,
        "ys_seq_share": 0.795,
        "xor_share": 0,
        "ys_seq_elements": 5,
        "ys_sh_mux": 0,
        "syn-cell-area_um2": 159,
        "count_of_cell_types_in_the_netlist": 7,
        "yosys.area_share.adder": 0,
        "yosys_area_um2": 159,
    },
    "routing": {
        "routed_wirelength_um": 378,
        "drt-wirelength-per-cell_um": 5.64,
        "firstDrtPassIters": 2,
        "route.detailed.vias_per_inst": 1.60,
        "ant_nets": 0,
        "drc": 0,
        "n_antenna_cell": 0,
        "starting_drc_count_in_detailed_routing": 3,
        "dr_total_vias": 107,
    },
    "flow_run": {
        "max_cap_viol_count": 0,
        "warnings": 25,
    },
    "placed_design": {
        "placement.io_buffers": 6,
        "gp_routability_congestion": 0.639,
        "dpl_worst_slack_ps": 429,
    },
    "min_path": {
        "timing.hold.worst.class": "in -> async",
    },
    "sta": {
        "post-route-min-period_ps": 1330,
        "fin_setup_tns_ps": 0,
        "tightest_slew_margin_relative_to_the_limit": 0.856,
        "final_min_period_over_clock_period": 0.833,
        "grt_setup_unrepaired": "false",
        "clock_skew_ps": 3.09,
        "setup-violations-final": 0,
        "fmaxAchievable_mhz": 751,
        "finalWorstSetupSlack_ps": 268,
        "hold_viol": 0,
        "timing.final.max_slew_violations": 0,
        "worst_pin_slew_ps": 215,
    },
    "grt": {
        "first_global_vias": 131,
        "global_route.usage.total": 0.0144,
        "antenna_violations_before_repair": 0,
        "largest_net_degree_at_the_start_of_global_routing": 6,
        "grt_first_pass_wirelength_um": 593,
        "globalRoute.totalOverflow": 0,
    },
    "final_layout": {
        "flow.area_growth_from_synthesis_pct": 90.6,
        "post_route_cells_drive_above_1_share": 0.238,
    },
    "power": {
        "worst_ir_drop_vdd_mv": 0.180,
        "power.leakage_uw": 0.000126,
        "power-per-cell-area_nw_per_um2": 1130,
    },
    "status": {
        "status": "finished clean",
    },
}
[through the flow]
step | utilization | hold slack, ps | cells | total power, uW | cell area (um^2)
floorplan | - | 24.4 | 11 | 165 | 159
global placement | 0.0810 | 384 | 63 | 197 | 277
detailed placement | 0.0810 | 398 | 63 | 199 | 277
CTS | 0.0886 | 291 | 67 | 349 | 303
global route | 0.0886 | 294 | 67 | 368 | 303
finish | 0.0886 | 292 | 67 | 341 | 303
[worst register-to-register path, stage by stage (launching register included)]
cell and delay [ps]:
sky130_fd_sc_hd__dfstp_2 530, sky130_fd_sc_hd__and2_4 140, sky130_fd_sc_hd__a21o_1 70
[where the power goes]
| group | switching, uW | internal [uW] | total (uW) | leakage, uW |
|---|---|---|---|---|
| logic | 9.14 | 29.9 | 39.1 | 0.0000461 |
| clock network | 51.1 | 94.2 | 145 | 0.0000150 |
| registers | 8.41 | 148 | 157 | 0.0000647 |
[state kept, by name, summed over array words and instances, names as in the netlist]
name         flops
state            2
major_green      1
minor_green      1
start_timer      1
[cell usage after synthesis]
library cell and instances:
sky130_fd_sc_hd__dfrtp_1 4, sky130_fd_sc_hd__inv_1 2, sky130_fd_sc_hd__a21o_1 1, sky130_fd_sc_hd__and2_4 1, sky130_fd_sc_hd__dfstp_2 1, sky130_fd_sc_hd__nand2_1 1, sky130_fd_sc_hd__o21ai_0 1
[layer usage]
| layer | track usage | share of wire | vias to the layer above |
|---|---|---|---|
| li1 | - | - | 53 |
| met1 | 0.0100 | 0.31 | 44 |
| met5 | 0 | 0 | - |
| met2 | 0.00883 | 0.17 | 10 |
| met3 | 0.0386 | 0.52 | 0 |
| met4 | 0.00352 | 0 | 0 |
[kinds of logic after synthesis]
kind of cell	after synthesis
flip-flops	5
AND-OR/OR-AND	2
AND/OR/NAND/NOR	2
buffers and inverters	2
[worst min path at each step]
stage	cells past startpoint	start	end	slack [ps]
finish	1	n_reset	minor_green	290
global route	1	n_reset	start_timer	290
CTS	1	n_reset	minor_green	290
[layout make-up]
type,count,area (um^2)
fill,402,3110
sequential,5,126
timing repair buffer,6,60.1
tap,46,57.6
clock buffer,4,26.3
multi-input combinational,4,25.0
inverter,2,7.51
[cells in the final DEF, fill, tap and decap left out, drive strengths merged]
cell,n
and2,1
nand2,1
a21o,1
inv,2
clkdlybuf4s50,6
dfrtp,4
dfstp,1
o21ai,1
clkbuf,4
Power is estimated from default activity; no workload was simulated.
