**run.sh**
```bash
#!/bin/bash
# OpenROAD 26Q1-2900-gdf79404cd8, Yosys 0.63+post, stock flow scripts
make -C /OpenROAD-flow-scripts/flow DESIGN_CONFIG=/design/flow/config.mk WORK_HOME=/design/flow/orfs finish
```
**config.mk**
```make
export PLATFORM = sky130hd
export DESIGN_NAME = shift
export DESIGN_NICKNAME = shift
export VERILOG_FILES = /design/flow/design.v
export SDC_FILE = /design/flow/constraint.sdc
export NUM_CORES = 4
export LEC_CHECK = 1
export CORE_AREA = 10 10 70 70
export DIE_AREA = 0 0 80 80
```
**constraint.sdc**
```tcl
current_design shift

set clk_period 1.0
set clk_io_pct 0.2

create_clock -name clk0 -period $clk_period [get_ports {clk_i}]

set non_clock_inputs [all_inputs -no_clocks]
set_input_delay [expr $clk_period * $clk_io_pct] -clock clk0 $non_clock_inputs
set_output_delay [expr $clk_period * $clk_io_pct] -clock clk0 [all_outputs]
```
**design.v**
```verilog
module shift
#(
    parameter BIT_WIDTH = 8
)
(
     clk_i
    ,n_rst_i
    ,en_i
    ,mode_i
    ,parallel_i
    ,parallel_o
    ,serial_i
    ,serial_o
);
    input clk_i;
    input n_rst_i;
    input en_i;
    input logic [1:0] mode_i;
    input logic [BIT_WIDTH - 1:0] parallel_i;
    input logic serial_i;
    output logic [BIT_WIDTH - 1:0] parallel_o;
    output logic serial_o;
    logic [BIT_WIDTH - 1:0] parallel_saved = 0;
    logic [BIT_WIDTH - 1:0] counter = 0;
    localparam 
        NORMAL = 2'b00,
        SL = 2'b01,
        SR = 2'b10;
always @(posedge clk_i, negedge n_rst_i) begin
    if (!n_rst_i) begin
        parallel_o <= '0;
        serial_o <= '0;
        parallel_saved <= '0;
        counter <= 0;
    end
    else if (en_i) begin
        case (mode_i)
            NORMAL: begin
                parallel_o <= parallel_i;
                parallel_saved <= parallel_i;
                serial_o <= serial_i;
                counter <= 0;
            end
            SL: begin
                parallel_o <= {parallel_o[BIT_WIDTH-2:0],serial_i};
                serial_o <= parallel_i[BIT_WIDTH - 1];
                parallel_saved <= parallel_saved << 1;
            end
            SR: begin
                parallel_o <= {serial_i,parallel_o[BIT_WIDTH-1:1]};
                serial_o <= parallel_i[0];
                parallel_saved <= parallel_saved >> 1;
            end
            default:;   
        endcase
        if (counter == 7 && mode_i != NORMAL) begin
            parallel_saved <= parallel_i;
            counter <= 0;
        end
        else
            counter <= counter + 1;
    end
end
endmodule
```
==> flow_summary.html <==
<p>Metrics extracted from the flow reports.</p>
<table>
<tr><th>Metric</th><th>Value</th></tr>
<tr><th colspan="2">Place</th></tr>
<tr><td>Post-DP HPWL</td><td>1.32 mm</td></tr>
<tr><td>DP Area</td><td>1050 µm²</td></tr>
<tr><td>Placed insts</td><td>132</td></tr>
<tr><td>Total of buffers placed on input and output ports</td><td>22</td></tr>
<tr><td>Final weighted congestion of routability-driven global placement</td><td>0.737</td></tr>
<tr><th colspan="2">Drt</th></tr>
<tr><td>Number of violations reported at the end of detailed-routing iteration 0</td><td>14</td></tr>
<tr><td>Average wire per cell in the routed design</td><td>13.6 µm</td></tr>
<tr><td>Total wire length after detailed routing</td><td>1.95 mm</td></tr>
<tr><td>Final antenna diode count</td><td>0</td></tr>
<tr><td>Vias</td><td>580</td></tr>
<tr><td>Number of design rule violations left after detail routing</td><td>0</td></tr>
<tr><td>DRT antenna net count</td><td>0</td></tr>
<tr><td>Avg Vias per Cell</td><td>4.06</td></tr>
<tr><td>Iteration count of the initial detailed-routing pass</td><td>2</td></tr>
<tr><th colspan="2">Final timing</th></tr>
<tr><td>Post-route worst setup slack</td><td>-0.0158 ns</td></tr>
<tr><td>Unrepaired setup endpoints after global routing</td><td>yes</td></tr>
<tr><td>Relative slew slack</td><td>0.840</td></tr>
<tr><td>Period minus WS final</td><td>1.02 ns</td></tr>
<tr><td>Max Slew Vio Count</td><td>0</td></tr>
<tr><td>Maximum clock frequency</td><td>984 MHz</td></tr>
<tr><td>Final Skew</td><td>0.00189 ns</td></tr>
<tr><td>Final setup violation count</td><td>1</td></tr>
<tr><td>Period utilisation layout</td><td>1.02</td></tr>
<tr><td>Pin slew with the least headroom to its limit</td><td>0.239 ns</td></tr>
<tr><td>Final Hold Vio Count</td><td>0</td></tr>
<tr><td>Smallest hold slack</td><td>0.230 ns</td></tr>
<tr><th colspan="2">Hold path</th></tr>
<tr><td>Worst hold-check path type</td><td>in2async</td></tr>
<tr><th colspan="2">Cells and area</th></tr>
<tr><td>Final cell count without fillers</td><td>143</td></tr>
<tr><td>Register cell area after layout</td><td>225 µm²</td></tr>
<tr><td>Top logic cells by instance count in the layout</td><td>buf_2, clkdlybuf4s50_1</td></tr>
<tr><td>Top logic cell by instance count in the layout</td><td>buf_2</td></tr>
<tr><td>Multi-input gate area in the final layout</td><td>475 µm²</td></tr>
<tr><td>Area growth from synthesis to layout</td><td>74.0%</td></tr>
<tr><td>Fill cells</td><td>350</td></tr>
<tr><td>Share of the core filled with cells</td><td>0.346</td></tr>
<tr><td>Cell area after layout</td><td>1180 µm²</td></tr>
<tr><td>Share of post-route cells with drive strength above 1</td><td>0.701</td></tr>
<tr><th colspan="2">Floorplan</th></tr>
<tr><td>Die Height</td><td>80 µm</td></tr>
<tr><td>Die Footprint</td><td>6400 µm²</td></tr>
<tr><td>Number of placed I/O pins</td><td>23</td></tr>
<tr><td>Row count</td><td>21</td></tr>
<tr><td>Core footprint</td><td>3420 µm²</td></tr>
<tr><td>Die span in x</td><td>80 µm</td></tr>
<tr><td>FP Util</td><td>0.199</td></tr>
<tr><th colspan="2">Clocking</th></tr>
<tr><td>Clock Tree Root</td><td>clkbuf_4</td></tr>
<tr><td>Clock latency on the worst-skew pair</td><td>0.26 ns</td></tr>
<tr><td>Clock sinks</td><td>9</td></tr>
<tr><td>Number of CTS-inserted buffers</td><td>3</td></tr>
<tr><td>Buffer depth of the longest clock path</td><td>2</td></tr>
<tr><td>CTS tree</td><td>yes</td></tr>
<tr><td>CTS HTree Levels</td><td>1</td></tr>
<tr><td>Clock Pin Slew Worst Setup and Hold Paths</td><td>0.06 ns</td></tr>
<tr><td>Number of hold-repair buffers added at the cts stage</td><td>0</td></tr>
<tr><th colspan="2">Run status</th></tr>
<tr><td>Run status</td><td>finished, violations left</td></tr>
<tr><td>Violations in the final reports</td><td>negative setup slack</td></tr>
<tr><th colspan="2">Global routing</th></tr>
<tr><td>Overflow left after global routing</td><td>0</td></tr>
<tr><td>Via count of the first global-routing pass</td><td>639</td></tr>
<tr><td>Largest net degree at the start of global routing</td><td>10</td></tr>
<tr><td>Antenna violations before repair</td><td>0</td></tr>
<tr><td>First-pass GRT wire length</td><td>3.16 mm</td></tr>
<tr><td>Total GRT Usage</td><td>0.0613</td></tr>
<tr><th colspan="2">Synthesis</th></tr>
<tr><td>Synthesized registers</td><td>9</td></tr>
<tr><td>Post-synthesis instance area</td><td>679 µm²</td></tr>
<tr><td>Number of warnings issued by yosys</td><td>1</td></tr>
<tr><td>Cell total in the yosys stat output</td><td>56</td></tr>
<tr><td>Number of instances in the synthesized netlist</td><td>56</td></tr>
<tr><td>Post-synthesis area per instance</td><td>12.1 µm²</td></tr>
<tr><td>Number of distinct standard cells referenced by the synthesized netlist</td><td>11</td></tr>
<tr><td>Synthesis area per yosys</td><td>679 µm²</td></tr>
<tr><td>Sequential-to-total area share from yosys stat</td><td>0.331</td></tr>
<tr><th colspan="2">Power and ir drop</th></tr>
<tr><td>Power per unit of standard cell area</td><td>1240 nW/µm²</td></tr>
<tr><td>Worst VDD drop</td><td>661 µV</td></tr>
<tr><td>Leakage power</td><td>0.000510 µW</td></tr>
<tr><th colspan="2">Critical path</th></tr>
<tr><td>Kind of end point of the critical path</td><td>register</td></tr>
<tr><td>Data required time at the worst endpoint</td><td>1.17 ns</td></tr>
<tr><td>Type of the worst setup path</td><td>in2reg</td></tr>
<tr><td>CP arrival</td><td>1.19 ns</td></tr>
<tr><td>Kind of start point of the critical path</td><td>input pin</td></tr>
<tr><td>Largest fanout of any net on the critical path</td><td>4</td></tr>
<tr><th colspan="2">Job</th></tr>
<tr><td>Max-Cap Viols</td><td>0</td></tr>
<tr><td>Warning total across the stage logs</td><td>30</td></tr>
</table>
[power breakdown]
group          total, µW  leakage [µW]  switching (µW)  internal, µW
combinational        720      0.000383             291           429
clock                289     0.0000150             135           154
sequential           462      0.000112            35.7           426
[worst max-delay path, stage by stage]
cell     delay (ns)
buf_2          0.12
buf_6          0.12
ha_4           0.26
buf_12         0.14
nor2b_2        0.14
o31ai_2        0.21
[metal layers]
layer  vias to the layer above  GRT usage  wire [µm]
met5                         -          0          0
li1                        294          -          -
met1                       266     0.0957       1050
met2                        18     0.0795        775
met4                         0    0.00352          8
met3                         2     0.0239        119
[cell usage after synthesis]
| library cell | instances | area (µm²) |
|---|---|---|
| dfrtp_1 | 9 | 225 |
| a221oi_2 | 9 | 135 |
| buf_6 | 4 | 45.0 |
| nor2b_1 | 7 | 43.8 |
| inv_1 | 2 | 7.51 |
| o31ai_2 | 9 | 113 |
| nor2b_2 | 2 | 17.5 |
| nand2_1 | 9 | 33.8 |
| buf_4 | 1 | 7.51 |
| nand2b_4 | 1 | 13.8 |
| ha_1 | 3 | 37.5 |
[kinds of logic after synthesis]
family	share of synthesized area
simple gates	0.160
compound gates	0.365
flops	0.331
buf+inv	0.0884
fa+ha+maj	0.0553
[timing repair]
action,4_1_cts,5_1_grt
endpoints found under the setup margin,18,12
pin swaps,10,4
cloned,2,0
resized,48,1
setup buffers,7,1
[worst paths after layout]
| path | to | slack [ns] | cells after the start | startpoint |
|---|---|---|---|---|
| worst max-delay path | parallel_o[2] | -0.02 | 6 | mode_i[1] |
| worst min-delay path | parallel_o[5] | 0.23 | 2 | n_rst_i |
| worst max register to register | parallel_o[2] | 0 | 3 | parallel_o[3] |
| worst min register to register | parallel_o[7] | 0.58 | 3 | parallel_o[7] |
| max in group asynchronous | parallel_o[3] | 0.63 | 2 | n_rst_i |
| min in group clk0 | serial_o | 0.56 | 3 | en_i |
[stage by stage]
| stage | worst slack [ns] | total power, µW | TNS, ns |
|---|---|---|---|
| 2_1_floorplan | -0.00233 | 769 | -0.00233 |
| 3_3_place_gp | -0.576 | 1090 | -5.19 |
| 3_5_place_dp | -0.595 | 1100 | -5.39 |
| 4_1_cts | -0.00542 | 1480 | -0.00542 |
| 5_1_grt | -0.0536 | 1570 | -0.300 |
| 6_report | -0.0158 | 1470 | -0.0158 |
[flip-flops by register name (all words and copies together) (netlist names)]
register    cells
parallel_o      8
serial_o        1
[area by class of cell]
cell class | instances | share of cell area
Multi-Input combinational cell | 41 | 0.402
Tap cell | 46 | 0.0487
Timing Repair Buffer | 41 | 0.330
Inverter | 2 | 0.00635
Sequential cell | 9 | 0.190
Clock buffer | 4 | 0.0222
Power is estimated from default activity; no workload was simulated.
